==> design/flow/design.v <==
`timescale 1ns / 1ps
module modify_Uart_tx #
(
	parameter Challenge_Bit = 8,
	parameter frequency_clk_ref = 50,       
	parameter BAUD_RATE = 115200  
)
(
	input                                  clk,               
	input                                  n_reset,           
	input      [Challenge_Bit - 1:0]       tx_data,           
	input                                  tx_data_valid,     
	output     reg                         tx_data_ready,     
	output                                 tx_pin,            
	output	   reg						   tx_data_ready_flag
);
localparam                                 CYCLE = frequency_clk_ref * 1000000 / BAUD_RATE;
localparam                                 STATE        = 2;
localparam                                 S_IDLE       = 1;
localparam                                 S_START      = 2; 
localparam                                 S_SEND_BYTE  = 3; 
localparam                                 S_STOP       = 4; 
reg             [            STATE:0]       state;
reg             [            STATE:0]       next_state;
reg             [               15:0]       cycle_cnt;  
reg             [                4:0]       bit_cnt; 
reg             [Challenge_Bit - 1:0]       tx_data_latch;  
reg                                         tx_reg;  
assign tx_pin = tx_reg;
always @ (posedge clk or negedge n_reset)
begin
	if(n_reset == 1'b0)
		state <= S_IDLE;
	else
		state <= next_state;
end
always @ (*)
begin
	case(state)
		S_IDLE:
			if(tx_data_valid == 1'b1)
				next_state = S_START;
			else
				next_state = S_IDLE;
		S_START:
			if(cycle_cnt == CYCLE)
				next_state = S_SEND_BYTE;
			else
				next_state = S_START;
		S_SEND_BYTE:
			if(cycle_cnt == CYCLE  && bit_cnt == 5'd8)
				next_state = S_STOP;
			else
				next_state = S_SEND_BYTE;
		S_STOP:
			if(cycle_cnt == CYCLE)
				next_state = S_IDLE;
			else
				next_state = S_STOP;
		default:
			next_state = S_IDLE;
	endcase
end
always @ (posedge clk or negedge n_reset) begin
	if (!n_reset) begin
		tx_data_ready <= 1'b0;
		tx_data_ready_flag <= 1'b0;
		tx_data_latch <= #Challenge_Bit'b0;
		bit_cnt <= 5'b0;
		cycle_cnt <= 16'b0;
		tx_reg <= 1'b1;
	end
	else begin
		case(next_state)
		S_IDLE:	begin
			bit_cnt <= 5'b0;
			cycle_cnt <= 16'b0;
			tx_reg <= 1'b1;
			tx_data_ready <= 1'b0;
			tx_data_ready_flag <= 1'b0;
			tx_data_latch <= #Challenge_Bit'b0;
		end
		S_START:	begin
			tx_reg <= 1'b0;
			tx_data_ready <= 1'b1;
			tx_data_ready_flag <= 1'b0;
			tx_data_latch <= tx_data;
			if (cycle_cnt < CYCLE) begin
				cycle_cnt <= cycle_cnt + 1'b1;
				bit_cnt <= bit_cnt;
			end
			else begin
				cycle_cnt <= 16'b0;
				bit_cnt <= bit_cnt + 1'b1;
			end
		end	
		S_SEND_BYTE:	begin
			begin
				if (bit_cnt == 5'd0) begin
					tx_reg <= tx_data_latch[bit_cnt];
				end
				else begin
					tx_reg <= tx_data_latch[bit_cnt -1];
				end
			end
			tx_data_ready <= 1'b1;
			tx_data_ready_flag <= 1'b0;
			if (cycle_cnt < CYCLE) begin
				cycle_cnt <= cycle_cnt + 1'b1;
				bit_cnt <= bit_cnt;
			end
			else begin
				cycle_cnt <= 16'b0;
				bit_cnt <= bit_cnt + 1'b1;
			end
		end
		S_STOP:	begin
			begin
				if (cycle_cnt == CYCLE -1 && bit_cnt == 5'd9) begin
					tx_data_ready_flag <= 1'b1;
				end
			end
			tx_reg <= 1'b1;
			if (cycle_cnt < CYCLE) begin
				cycle_cnt <= cycle_cnt + 1'b1;
				bit_cnt <= bit_cnt;
				tx_data_ready <= 1'b1;
			end
			else if (cycle_cnt == CYCLE && bit_cnt == 5'd9) begin
				tx_data_ready <= 1'b0;
				tx_data_ready_flag <= 1'b0;
			end
			else begin
				cycle_cnt <= 16'b0;
				bit_cnt <= bit_cnt + 1'b1;
			end
		end
		default:	begin
			tx_data_ready <= 1'b0;
			tx_data_ready_flag <= 1'b0;
			tx_data_latch <= #Challenge_Bit'b0;
			bit_cnt <= 5'b0;
			cycle_cnt <= 16'b0;
			tx_reg <= 1'b1;
		end
		endcase
	end
end
endmodule
==> design/flow/run.sh <==
#!/bin/bash
# OpenROAD 26Q1-2900-gdf79404cd8, Yosys 0.63+post, stock flow scripts
make -C /OpenROAD-flow-scripts/flow DESIGN_CONFIG=/design/flow/config.mk WORK_HOME=/design/flow/orfs finish
==> design/flow/config.mk <==
export PLATFORM = sky130hd
export DESIGN_NAME = modify_Uart_tx
export DESIGN_NICKNAME = modify_Uart_tx
export VERILOG_FILES = /design/flow/design.v
export SDC_FILE = /design/flow/constraint.sdc
export NUM_CORES = 4
export LEC_CHECK = 1
export CORE_AREA = 10 10 105 105
export DIE_AREA = 0 0 115 115
==> design/flow/constraint.sdc <==
current_design modify_Uart_tx

set clk_period 3.1
set clk_io_pct 0.2

create_clock -name clk0 -period $clk_period [get_ports {clk}]

set non_clock_inputs [all_inputs -no_clocks]
set_input_delay [expr $clk_period * $clk_io_pct] -clock clk0 $non_clock_inputs
set_output_delay [expr $clk_period * $clk_io_pct] -clock clk0 [all_outputs]
==> flow_summary.rst <==
Run summary
-----------

.. list-table::
   :header-rows: 1

   * - Metric
     - Value
   * - Run status
     - complete, no violations
   * - Endpoint kind of the worst setup timing path
     - flip-flop
   * - Core Region
     - 8760 um^2
   * - Setup crit start kind
     - flip-flop
   * - Cycle use final
     - 0.851
   * - Library cell with the largest summed area after synthesis
     - sky130_fd_sc_hd__dfrtp_1
   * - Post-place setup slack
     - between 400 and 500 ps
   * - Critical path's top delay family
     - simple AND/OR/NAND/NOR gates
   * - RSZ-0062 raised after global routing
     - false
   * - Worst setup path class
     - reg -> reg
   * - Number of CTS-inserted buffers
     - 5
   * - Floorplan utilization
     - 0.225
   * - Yosys chip area
     - between 1500 and 2000 um^2
   * - Routability congestion estimate from global placement
     - 0.810
   * - I/O Pins
     - 14
   * - Die Y-Extent
     - around 120 um
   * - Ys flop type
     - sky130_fd_sc_hd__dfrtp_1
   * - Worst-path clk slew
     - roughly 80 ps
   * - Largest type area fraction
     - 0.432
   * - Power density of the placed cells
     - slightly below 400 nW/um^2
   * - Total of buffers placed on input and output ports
     - 13
   * - Total of hold buffers inserted after clock tree synthesis
     - 0
   * - Fill cell instance count of the final layout
     - between 900 and 1000
   * - Post-detailed-placement half-perimeter wirelength
     - 2890 um
   * - Yosys cell count
     - around 180
   * - Log Warnings
     - 30
   * - Buffers & Inverters on Critical Path
     - 0
   * - Buffers inserted during post-CTS setup optimization
     - 0
   * - Final critical path time including I/O delays and setup
     - approximately 2600 ps
   * - Max Cap Violations
     - 0
   * - Delay of the slowest critical-path stage
     - between 700 and 800 ps
   * - Highest net fanout along the worst path
     - 10
   * - Setup TNS Final
     - 0 ps
   * - Switching Power
     - roughly 0.00019 W
   * - Wire length per cell
     - 12.7 um
   * - Number of global-route vias before repair
     - between 1000 and 1500
   * - Sequential group share of total power
     - 0.520
   * - 1st-pass router iterations
     - 4
   * - Post-detailed-route DRC marker count
     - 0
   * - Final slew viol count
     - 0
   * - Number of endpoints failing setup at the final stage
     - 0
   * - Ratio of cells with drive above 1 in the final layout
     - 0.155
   * - Remaining Overflow, GRT
     - 0
   * - Timing-limited maximum frequency
     - roughly 380 MHz
   * - Routed via count
     - about 1500
   * - Synth top cell by count
     - sky130_fd_sc_hd__dfrtp_1
   * - First-pass GRT wire length
     - 7210 um
   * - Commonest cells in the synthesized netlist
     - 34 x sky130_fd_sc_hd__dfrtp_1, 18 x sky130_fd_sc_hd__nor2_1, 12 x sky130_fd_sc_hd__a21oi_1
   * - Mapped Area
     - 1970 um^2
   * - Synthesized area per cell
     - approximately 11 um^2
   * - Horizontal extent of the die
     - roughly 120 um
   * - Chip footprint
     - 13200 um^2
   * - Sequential cell area
     - roughly 900 um^2
   * - Share of flip-flops with an asynchronous set or reset
     - 1.00
   * - Switching share of power
     - 0.208
   * - Worst ir drop on vdd
     - ~170 uV
   * - Critical path required time
     - between 3000 and 4000 ps
   * - Sequential share of the synthesized area
     - 0.458
   * - Share of power burned in the clock network
     - 0.450
   * - Min setup slack post-route
     - 462 ps
   * - Post-CTS resize count
     - 0
   * - Maximum number of pins on one net before global-route repair
     - 37
   * - Tally of unique sky130hd cells used after synthesis
     - between 50 and 60
   * - Flip-flops with a built-in enable
     - 0
   * - Logic cell area
     - slightly above 1000 um^2
   * - Total length of routed wires
     - ~4000 um
   * - Total track usage
     - 0.0643
   * - Number of synthesized register bits
     - 36
   * - Leakage
     - 0.908 nW
   * - Clock tree sinks
     - 36
   * - CTS H-Tree Depth
     - 2
   * - Register name with the most flops
     - cycle_cnt
   * - Final Hold Fails
     - 0
   * - Cells taking the most area after synthesis
     - sky130_fd_sc_hd__dfrtp_1 43%, sky130_fd_sc_hd__ha_1 4.4%, sky130_fd_sc_hd__a32o_1 4.1%
   * - Worst endpoint data arrival time
     - around 2800 ps
   * - Clock Latency Late Sink
     - 290 ps
   * - Largest clock skew in the final design
     - between 8 and 9 ps
   * - Relative contribution of combinational cells to total power
     - 0.029
   * - Initial antenna violation count
     - 0
   * - Flop-to-flop setup slack
     - 460 ps
   * - Kind of path behind the tightest hold check
     - in -> async
   * - Violation tally from detailed-route iteration zero
     - 35
   * - Ys Warns
     - 1
   * - Area growth from synthesis to layout
     - 20.3%
   * - Power Internal
     - roughly 0.00072 W
   * - Clock tree from TritonCTS
     - done
   * - Synth Instances
     - about 180
   * - Registers with the most flip-flops
     - cycle_cnt (16), tx_data_latch (8), bit_cnt (5)
   * - Number of placement rows
     - 34
   * - Number of flip-flops under the largest register name
     - 16
   * - Worst-path cell with the longest stage delay
     - sky130_fd_sc_hd__or4_1
   * - Clk Tree Root Cell
     - sky130_fd_sc_hd__clkbuf_8
   * - Cells along the critical path
     - or4b_4, or4_1, nand2b_1, o311a_1, nor3_1
   * - Count of inserted antenna diode cells
     - 0
   * - ANT nets after route
     - 0
   * - CTS max path bufs
     - 2
   * - Detail-routed via count per cell
     - roughly 4.7
-- area by class of cell --
type | count | area share
Clock inverter | 3 | 0.0180
Inverter | 7 | 0.0111
Multi-Input combinational cell | 137 | 0.435
Sequential cell | 36 | 0.381
Clock buffer | 5 | 0.0290
Timing Repair Buffer | 18 | 0.0686
Tap cell | 108 | 0.0570
-- cells by family after synthesis --
logic type                 count (synthesis)  synth area share
muxes                                      8            0.0603
AOI/OAI and AO/OA                         37             0.157
DFF                                       36             0.458
adders and majority gates                  7            0.0444
xor gates and xnor gates                  10            0.0444
buffers and inverters                     15            0.0337
other                                      1           0.00190
and+or+nand+nor                           68             0.199
-- power groups by stage --
stage                 sequential (W)  combinational [W]  clock (W)
after CTS                   0.000476          0.0000282   0.000428
after global routing        0.000477          0.0000307   0.000450
final                       0.000476          0.0000269   0.000412
-- metrics by stage --
| step | power (W) | hold WS, ps | cell area [um^2] | utilization | instances |
|---|---|---|---|---|---|
| 2_1_floorplan | 0.000489 | 324 | 1990 | - | 188 |
| 3_3_place_gp | 0.000513 | 499 | 2260 | 0.258 | 306 |
| 3_5_place_dp | 0.000514 | 507 | 2260 | 0.258 | 306 |
| 4_1_cts | 0.000933 | 374 | 2370 | 0.270 | 314 |
| 5_1_grt | 0.000957 | 394 | 2370 | 0.270 | 314 |
| 6_report | 0.000915 | 362 | 2370 | 0.270 | 314 |
-- final timing paths --
path,end,depth (start not counted),start
worst max-delay path,cycle_cnt[2]$_DFFE_PN0P_,5,cycle_cnt[6]$_DFFE_PN0P_
worst min-delay path,bit_cnt[4]$_DFFE_PN0P_,2,n_reset
worst max register to register,cycle_cnt[2]$_DFFE_PN0P_,5,cycle_cnt[6]$_DFFE_PN0P_
worst min register to register,tx_data_latch[4]$_DFFE_PN0N_,1,tx_data_latch[4]$_DFFE_PN0N_
max in group asynchronous,state[0]$_DFF_PN1_,2,n_reset
min in group clk0,tx_data_latch[4]$_DFFE_PN0N_,1,tx_data_latch[4]$_DFFE_PN0N_
-- per-layer routing --
layer	routed length, um	vias to the layer above	part of all wire	track usage
met5	0	-	0	0
met4	31	0	0.0078	0.00578
met3	167	5	0.042	0.0190
met2	1860	23	0.47	0.0972
met1	1930	716	0.48	0.0932
li1	-	724	-	-
-- cells in the final DEF (no fill, tap or decap), drive strengths merged, types with 2 or more instances in the layout --
| master | netlist | layout |
|---|---|---|
| or3 | 2 | 2 |
| clkbuf | 5 | 5 |
| a22o | 2 | 2 |
| dfrtp | 34 | 34 |
| ha | 7 | 7 |
| or2 | 2 | 2 |
| nor2b | 2 | 2 |
| xnor2 | 7 | 7 |
| a21oi | 12 | 12 |
| nand3b | 2 | 2 |
| xor2 | 3 | 3 |
| a32o | 8 | 8 |
| dfstp | 2 | 2 |
| o31ai | 3 | 3 |
| nor2 | 18 | 18 |
| mux4 | 3 | 3 |
| mux2i | 4 | 4 |
| nand2 | 8 | 8 |
| nor3 | 6 | 6 |
| buf | 3 | 6 |
| conb | 1 | 7 |
| nand3 | 6 | 6 |
| inv | 7 | 7 |
| nor4 | 4 | 4 |
| or4 | 4 | 4 |
| nand4 | 6 | 6 |
| clkdlybuf4s50 | 0 | 12 |
-- worst register-to-register path, cell delays in order (launching register included) --
cell,delay [ps]
sky130_fd_sc_hd__dfrtp_1,440
sky130_fd_sc_hd__or4b_4,590
sky130_fd_sc_hd__or4_1,730
sky130_fd_sc_hd__nand2b_1,190
sky130_fd_sc_hd__o311a_1,450
sky130_fd_sc_hd__nor3_1,100
No activity file was given, so power comes from the tool's default toggle rates.
