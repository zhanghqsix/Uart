<file path="/design/flow/run.sh">
#!/bin/bash
# OpenROAD 26Q1-2900-gdf79404cd8, Yosys 0.63+post, stock flow scripts
make -C /OpenROAD-flow-scripts/flow DESIGN_CONFIG=/design/flow/config.mk WORK_HOME=/design/flow/orfs finish
</file>
<file path="/design/flow/config.mk">
export PLATFORM = sky130hd
export DESIGN_NAME = modify_Uart_rx
export DESIGN_NICKNAME = modify_Uart_rx
export VERILOG_FILES = /design/flow/design.v
export SDC_FILE = /design/flow/constraint.sdc
export NUM_CORES = 4
export LEC_CHECK = 1
export CORE_UTILIZATION = 40
</file>
<file path="/design/flow/constraint.sdc">
current_design modify_Uart_rx

set clk_period 3.8
set clk_io_pct 0.2

create_clock -name clk0 -period $clk_period [get_ports {clk}]

set non_clock_inputs [all_inputs -no_clocks]
set_input_delay [expr $clk_period * $clk_io_pct] -clock clk0 $non_clock_inputs
set_output_delay [expr $clk_period * $clk_io_pct] -clock clk0 [all_outputs]
</file>
<file path="/design/flow/design.v">
`timescale 1ns / 1ps
module modify_Uart_rx #
(
    parameter Challenge_Bit = 8,
	parameter frequency_clk_ref = 100,       
	parameter BAUD_RATE = 115200  
)
(
	input                                      clk,               
	input                                      n_reset,             
	output     reg     [Challenge_Bit - 1:0]   rx_data,           
	output     reg                             rx_data_valid,     
	input                                      rx_pin             
);
localparam                                      CYCLE = frequency_clk_ref * 1000000 / BAUD_RATE; 
localparam                                      STATE       = 2;
localparam                                      S_IDLE      = 1;
localparam                                      S_START     = 2;  
localparam                                      S_REC_BYTE  = 3;  
localparam                                      S_STOP      = 4;  
localparam                                      S_DATA      = 5;
reg             [            STATE:0]           state;
reg             [            STATE:0]           next_state;
reg                                             rx_d0;             
reg                                             rx_d1;             
wire                                            rx_negedge;        
reg             [Challenge_Bit - 1:0]           rx_bits;           
reg             [               15:0]           cycle_cnt;         
reg             [                4:0]           bit_cnt;           
reg 											rx_data_ready;	   
always @ (posedge clk or negedge n_reset)
begin
	if(n_reset == 1'b0)
		state <= S_IDLE;
	else
		state <= next_state;
end
assign rx_negedge = rx_d1 && ~rx_d0;                          
always @ (posedge clk or negedge n_reset)              
begin
	if(n_reset == 1'b0)
	begin
		rx_d0 <= 1'b0;
		rx_d1 <= 1'b0;	
	end
	else
	begin
		rx_d0 <= rx_pin;
		rx_d1 <= rx_d0;           
	end
end
always @ (*)
begin
	case(state)
		S_IDLE:
			if(rx_negedge)
				next_state = S_START;
			else
				next_state = S_IDLE;
		S_START:
			if(cycle_cnt == CYCLE) 
				next_state = S_REC_BYTE;
			else
				next_state = S_START;
		S_REC_BYTE:
			if(cycle_cnt == CYCLE  && bit_cnt == 5'd8)   
				next_state = S_STOP;
			else
				next_state = S_REC_BYTE;
		S_STOP:
			if(cycle_cnt == CYCLE/2 - 1) 
				next_state = S_DATA;
			else
				next_state = S_STOP;
		S_DATA:
			if(!rx_data_ready)     
				next_state = S_IDLE;
			else
				next_state = S_DATA;
		default:
			next_state = S_IDLE;
	endcase
end
always @(posedge clk or negedge n_reset) begin
	if (!n_reset) begin
		rx_data_valid <= 1'b0;
		rx_data_ready <= 1'b0;
		rx_data <= #Challenge_Bit'd0;
		bit_cnt <= 5'b0;
		cycle_cnt <= 16'b0;
		rx_bits <= #Challenge_Bit'd0;
	end
	else begin
		case(next_state)
			S_IDLE:	begin
				rx_data <= #Challenge_Bit'd0;
				bit_cnt <= 5'b0;
				cycle_cnt <= 16'b0;
				rx_bits <= #Challenge_Bit'd0;
                rx_data_valid <= 1'b0;
		        rx_data_ready <= 1'b0;
			end
			S_START:	begin
				rx_data <= #Challenge_Bit'd0;
				rx_bits <= #Challenge_Bit'd0;
				rx_data_valid <= 1'b0;
				rx_data_ready <= 1'b1;
				if (cycle_cnt < CYCLE) begin
					cycle_cnt <= cycle_cnt + 1'b1;
					bit_cnt <= bit_cnt;
				end
				else begin
					cycle_cnt <= 16'b0;
					bit_cnt <= bit_cnt + 1'b1;
				end
			end
			S_REC_BYTE:	begin
				rx_data_valid <= 1'b0;
				rx_data_ready <= 1'b1;
				if (cycle_cnt < CYCLE) begin
						cycle_cnt <= cycle_cnt +1'b1;
						bit_cnt <= bit_cnt;
						if (cycle_cnt == CYCLE /2 -1) begin
							rx_bits[bit_cnt-1] <= rx_pin;
						end
						else begin
							rx_bits <= rx_bits;
						end
				end
				else begin
					cycle_cnt <= 16'b0;
					bit_cnt <= bit_cnt + 1'b1;
				end
			end
			S_STOP:	begin
				if (cycle_cnt < CYCLE/2 -1) begin
					cycle_cnt <= cycle_cnt +1'b1;
					bit_cnt <= bit_cnt;
				end
				else begin
					cycle_cnt <= 16'b0;
					bit_cnt <= bit_cnt + 1'b1;
					rx_data_valid <= 1'b1;
					rx_data_ready <= 1'b0;
					rx_data <= rx_bits;
				end
			end
			S_DATA:	begin
				if (rx_data_ready == 1'b0) begin
					rx_data_valid <= 1'b0;
				end
				else begin
					rx_data_valid <= 1'b1;
				end
			end		
			default:	begin
				rx_data_valid <= 1'b0;
				rx_data <= #Challenge_Bit'd0;
				bit_cnt <= 5'b0;
				cycle_cnt <= 16'b0;
				rx_bits <= #Challenge_Bit'd0;
			end
		endcase
	end
end
endmodule
</file>
==> notes.md <==
Notes on the flow outputs.

- The run finished with clean final reports.
- The max-slew violation count is 0.
- The number of diodes added for antenna fixing is 0.
- The worst hold path was traced through 0 stages.
- Once detail routing completed, the nets flagged for antenna violations numbered 0.
- The count of maximum capacitance violations reads 0.
- For this run, the register share of the synthesized area comes to 38.9%.
- The number of library cell types mapped by synthesis is 63.
- The wire length recorded after detailed routing is 6.27 mm.
- The clock network power share is 38.8%.
- The routed design shows a wire length per standard cell of 14.8 um.
- The post-synthesis to final-layout area growth reads 10.6%.
- The netlist area before placement reads 2960 um^2.
- The worst flop-to-flop path endpoint reads rx_bits[1].
- The number of instances resized during post-cts repair reads 0.
- The switching power as a share of total power reads 24.0%.
- The height of the chip reads 88.0 um.
- The count of buffers inserted at the top-level ports reads 11.
- The die boundary width is 88.0 um.
- The power density over the cells reads 251 nW/um^2.
- The post-CTS hold buffer count recorded in the log is 0.
- The cell count listed in synth_stat.txt reads 318.
- The final report gives the standard cell area, fillers excluded, as 3270 um^2.
- The share of Yosys cell area claimed by the top area cell type reads 38.1%.
- Using the TritonRoute via totals, the vias-per-cell ratio works out to 5.70.
- The average cell area after synthesis is 9.31 um^2.
- Before placement the cells fill 42.4% of the core.
- The most critical min-delay path falls under reg -> reg.
- The weighted congestion reported at the end of routability-driven placement is 0.840.
- The number of failing hold endpoints at the final stage reads 0.
- The data required time reported for the critical path is 4.00 ns.
- The worst-case reg-to-reg setup slack stands at 0.28 ns.
- The worst hold margin reads 0.395 ns.
- The worst min-delay path endpoint reads rx_d1.
- In the final report, the number of endpoints failing setup comes to 0.
- The number of remaining DRC errors reads 0.
- The total core area is 6980 um^2.
- Yosys mapped a number of flops with a built-in enable equal to 0.
- The total negative slack reads 0 ns.
- The count of state elements after synthesis reads 46.
- The clock buffer count from CTS is 5.
- The wire-length estimate of the detail-placed layout is 4.53 mm.
- The die outline area is 7750 um^2.
- The synthesized netlist devotes 2.37% of its cell area to XOR and XNOR gates.
- The slew of the pin with the lowest slew margin is 0.753 ns.
- The warning tally printed by Yosys for this design is 1.
- The worst hold path begins at rx_d0.
- The routed layout has 2413 vias.
- OpenROAD reports that the post-layout worst path occupies 92.7% of the period.
- The type of origin of the critical path reads a register.
- The total iterations of the first detailed-routing run is 4.
- The via count of the first global-routing pass is 2232.
- The maximum number of pins on one net before global-route repair reads 47.
- The portion of total power attributed to combinational logic reads 1.5%.
- The total global-route track usage reads 18.2%.
- The internal power summed over all cells reads 624 uW.
- The tool warning count is 31.
- Setup repair after global routing left no endpoint under its margin.
- The summed standard-cell area reported by yosys is 2960 um^2.
- The share of flip-flops with an asynchronous set or reset after synthesis is 100%.
- The worst setup path category reads reg -> reg.
- The clock input transition at the sequential cells of the worst setup and hold paths reads 0.10 ns.
- The leakage power figure is 1.32 nW.
- The time the worst path needs with I/O delays and setup is 3.52 ns.
- The switching power of the nets reads 198 uW.
- As reported, the later end of the worst-skew pair has a clock insertion delay of 0.30 ns.
- The floorplan report gives the top-level pin count as 12.
- The number of levels the H-tree was split into reads 2.
- The first global-routing pass estimated 11.0 mm of wire.
- The cell at the root of the clock tree reads sky130_fd_sc_hd__clkbuf_8.
- The number of placement rows is 30.
- The primary flip-flop cell chosen by synthesis mapping reads sky130_fd_sc_hd__dfrtp_1.
- Summed over all instances, the cell type with the most area after synthesis is sky130_fd_sc_hd__dfrtp_1.
- The total overflow left after global routing is 0.
- STA shows the worst reg2reg path with a cell count of 11.
- The compound-gate portion of the synthesized area reads 23.3%.
- The share of synthesized cell area in and, or, nand and nor gates is 24.0%.
- The initial antenna violation count is 0.
- Per the synthesis report, the adder-cell share of the synthesized area is 6.34%.
- Sorting the synthesized cells by area gives the leading types as sky130_fd_sc_hd__dfrtp_1 (38%), sky130_fd_sc_hd__ha_1 (6.3%), sky130_fd_sc_hd__a22o_1 (3.6%), sky130_fd_sc_hd__nand3_1 (2.7%), sky130_fd_sc_hd__nand2_1 (2.7%).
- The proportion of power drawn by flip-flops and latches is 59.7%.
- The launch instance of the worst register-to-register path reads bit_cnt[0].
- In this run the worst path has a maximum fanout of 9.
- The multiplexer share of the synthesized area is 0.719%.
- CTS saw 46 sinks.
- The fill cell instance count of the final layout reads 668.
- The critical path capture point type reads a register.
- After technology mapping, the gate count stands at 318.
- The worst-case clock buffer depth is 2.
- The post-CTS setup repair buffer count is 0.
- The area taken by multi-input combinational cells is reported as 1700 um^2.
- The number of DRC markers in iteration 0 reads 91.
- Static timing analysis puts the maximum clock frequency at 284 MHz.
- The clock tree from TritonCTS reads built.
- The area of all sequential standard cells reads 1150 um^2.
- The main logic family after synthesis is simple AND/OR/NAND/NOR gates.
- The placed standard-cell area is 3180 um^2.
- The endpoint arrival time on the critical path reads 3.72 ns.
- The worst clock skew is 0.00558 ns.
- The peak supply drop is 0.140 mV.
- The headroom to the max-slew limit reads 49.4%.
- Of the cells placed in the final design, the portion with a size suffix greater than 1 is 12.2%.
-- critical path, cell delays in order, from the launching register on --
cell and delay (ns):
sky130_fd_sc_hd__dfrtp_1 0.43, sky130_fd_sc_hd__nor2_1 0.33, sky130_fd_sc_hd__xnor2_1 0.10, sky130_fd_sc_hd__or3_1 0.32
sky130_fd_sc_hd__a21oi_2 0.16, sky130_fd_sc_hd__nand3_1 0.10, sky130_fd_sc_hd__ha_1 0.30, sky130_fd_sc_hd__or4_1 0.58
sky130_fd_sc_hd__nor4_4 0.42, sky130_fd_sc_hd__o311ai_0 0.24, sky130_fd_sc_hd__a31o_2 0.28, sky130_fd_sc_hd__o21bai_1 0.14
-- cells in the mapped netlist, drive strengths merged, types with 2 or more instances --
library cell	count
dfrtp	45
nand2	21
nor2	19
nand3	16
ha	15
a21oi	13
a22o	12
inv	12
o21ai	12
clkbuf	11
a31oi	9
and2	8
nor2b	8
o311ai	8
a31o	7
buf	7
nand4	7
nor3	7
o21bai	7
nor4	6
or3	6
xnor2	6
nand2b	4
nor4bb	4
o31ai	4
or2	4
or4	4
a22oi	3
nand3b	3
a211oi	2
a41oi	2
and3	2
and4	2
o221ai	2
xor2	2
-- power groups by stage --
stage | combinational (mW) | clock, mW | sequential (mW)
after CTS | 0.0134 | 0.330 | 0.491
after global routing | 0.0148 | 0.354 | 0.491
final | 0.0123 | 0.319 | 0.491
-- cell families after synthesis --
family,after synthesis
and+or+nand+nor,125
AOI/OAI and AO/OA,92
DFF,46
buffers and inverters,30
adders and majority gates,15
xor gates and xnor gates,8
muxes,2
-- stage by stage --
stage,power [mW],worst slack [ns],utilization (%),std cells
after CTS,0.834,0.284,46.9,423
after global routing,0.860,0.000770,46.9,423
after global placement,0.514,0.322,45.6,415
after floorplan,0.501,0.0601,-,318
after detailed placement,0.514,0.321,45.6,415
final,0.822,0.278,46.9,423
-- flip-flops by register name, indices dropped and copies added (netlist names) --
name,cells
rx_data_valid,1
cycle_cnt,16
bit_cnt,5
rx_bits,8
rx_d0,1
state,5
rx_data_ready,1
rx_d1,1
rx_data,8
-- final cells by class --
class | count | area share, %
Multi-Input combinational cell | 242 | 51.9
Sequential cell | 46 | 35.2
Timing Repair Buffer | 19 | 5.05
Tap cell | 96 | 3.67
Clock buffer | 5 | 2.10
Inverter | 12 | 1.38
Clock inverter | 3 | 0.726
-- per-layer routing --
layer	track usage, %	routed length, um
met1	30.8	3300
met2	26.3	2690
met3	2.39	229
met4	1.47	59
met5	0	0
-- how the worst max path moves through the flow --
stage / start / endpoint / slack (ns) / cells past startpoint
after global routing: bit_cnt[0] / rx_bits[5] / 0.0008 / 11
after CTS: bit_cnt[0] / rx_bits[1] / 0.28 / 11
final: bit_cnt[0] / rx_bits[1] / 0.28 / 11
-- cell usage in the layout, fill, tap and decap left out, types with 4 or more instances in the layout --
| cell | count |
|---|---|
| sky130_fd_sc_hd__inv_1 | 12 |
| sky130_fd_sc_hd__a22o_1 | 12 |
| sky130_fd_sc_hd__o21ai_0 | 11 |
| sky130_fd_sc_hd__o21bai_1 | 7 |
| sky130_fd_sc_hd__nand3_1 | 16 |
| sky130_fd_sc_hd__nor4_1 | 5 |
| sky130_fd_sc_hd__nor4bb_1 | 4 |
| sky130_fd_sc_hd__xnor2_1 | 6 |
| sky130_fd_sc_hd__nand4_1 | 7 |
| sky130_fd_sc_hd__a31oi_1 | 8 |
| sky130_fd_sc_hd__o311ai_0 | 8 |
| sky130_fd_sc_hd__and2_1 | 8 |
| sky130_fd_sc_hd__a31o_2 | 7 |
| sky130_fd_sc_hd__buf_4 | 8 |
| sky130_fd_sc_hd__or3_1 | 6 |
| sky130_fd_sc_hd__nand2_1 | 21 |
| sky130_fd_sc_hd__clkbuf_8 | 5 |
| sky130_fd_sc_hd__ha_1 | 15 |
| sky130_fd_sc_hd__dfrtp_1 | 45 |
| sky130_fd_sc_hd__clkdlybuf4s50_1 | 10 |
| sky130_fd_sc_hd__nand2b_1 | 4 |
| sky130_fd_sc_hd__a21oi_1 | 11 |
| sky130_fd_sc_hd__nor2b_1 | 8 |
| sky130_fd_sc_hd__nor3_1 | 7 |
| sky130_fd_sc_hd__nor2_1 | 17 |
No activity file was given, so power comes from the tool's default toggle rates.
